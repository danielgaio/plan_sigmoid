<file path="/design/flow/design.v">
interface intf;
	logic [15:0]x;
	logic clk;
	logic reset;
	logic [15:0]f_x;
	modport DUT (input x,clk,reset, output f_x);
	modport TEST (output x,clk,reset, input f_x);
endinterface
`timescale 1ns / 1ps
module plan_sigmoid (
	input 	logic [15:0] x,
	input 	logic clk,
	output 	logic [15:0] f_x
);
	always @ (posedge clk) begin
		if (x >= 5120) begin
			f_x <= 1024;
		end else if (x >= 2432 && x < 5120) begin
			f_x <= ((x >> 5) + 864);
		end else if (x >= 1024 && x < 2432) begin
			f_x <= ((x >> 3) + 640);
		end else if (x >= 0 && x < 1024) begin
			f_x <= ((x >> 2) + 512);
		end else begin
			f_x <= 'bx;
		end
	end  
endmodule
</file>
<file path="/design/flow/run.sh">
#!/bin/bash
# OpenROAD 26Q1-2900-gdf79404cd8, Yosys 0.63+post, stock flow scripts
make -C /OpenROAD-flow-scripts/flow DESIGN_CONFIG=/design/flow/config.mk WORK_HOME=/design/flow/orfs finish
</file>
<file path="/design/flow/config.mk">
export PLATFORM = sky130hd
export DESIGN_NAME = plan_sigmoid
export DESIGN_NICKNAME = plan_sigmoid
export VERILOG_FILES = /design/flow/design.v
export SDC_FILE = /design/flow/constraint.sdc
export NUM_CORES = 4
export LEC_CHECK = 1
export CORE_AREA = 10 10 82 82
export DIE_AREA = 0 0 92 92
</file>
<file path="/design/flow/constraint.sdc">
current_design plan_sigmoid

set clk_period 4.6
set clk_io_pct 0.2

create_clock -name clk0 -period $clk_period [get_ports {clk}]

set non_clock_inputs [all_inputs -no_clocks]
set_input_delay [expr $clk_period * $clk_io_pct] -clock clk0 $non_clock_inputs
set_output_delay [expr $clk_period * $clk_io_pct] -clock clk0 [all_outputs]
</file>
==> run_summary.xml <==
<?xml version="1.0" encoding="UTF-8"?>
<metrics>
  <group name="final_timing">
    <metric name="worst-slew-pin-transition" unit="ps">853.4</metric>
    <metric name="slew_headroom" unit="">0.4248</metric>
    <metric name="setup_tns" unit="ps">0</metric>
    <metric name="slew_viol_final" unit="">0</metric>
    <metric name="finalHoldViolCount" unit="">0</metric>
    <metric name="final.period_utilization" unit="">0.7069</metric>
    <metric name="setup_repair_after_global_routing_missed_its_margin" unit="">false</metric>
    <metric name="max_freq" unit="MHz">307.5</metric>
    <metric name="setup-violations-final" unit="">0</metric>
    <metric name="finalWorstPathRequiredPeriod" unit="ps">3252</metric>
    <metric name="hold_slack" unit="ps">1304</metric>
  </group>
  <group name="place">
    <metric name="hpwl" unit="mm">2.062</metric>
    <metric name="portbufs" unit="">31</metric>
    <metric name="placed_area" unit="um2">1287</metric>
    <metric name="numPlacedInstances" unit="">193</metric>
    <metric name="gp_routability_congestion" unit="">0.8892</metric>
  </group>
  <group name="global_route">
    <metric name="grt_pass1_vias" unit="">853</metric>
    <metric name="antenna_found_initial" unit="">0</metric>
    <metric name="grt_start_max_net_pins" unit="">18</metric>
    <metric name="grt_pass1_wl" unit="mm">4.257</metric>
    <metric name="global_route.overflow_total" unit="">0</metric>
    <metric name="gr-usage-all-layers" unit="">0.06006</metric>
  </group>
  <group name="routing">
    <metric name="final_wl" unit="mm">2.623</metric>
    <metric name="vias_per_cell" unit="">4.376</metric>
    <metric name="route.antenna.diode_count" unit="">0</metric>
    <metric name="drc_violation_total_after_the_first_tritonroute_iteration" unit="">79</metric>
    <metric name="drc" unit="">0</metric>
    <metric name="detailedRoute.firstPassIterationCount" unit="">4</metric>
    <metric name="postRouteAntennaNets" unit="">0</metric>
    <metric name="detailroute.via_count" unit="">862</metric>
    <metric name="routed_wire_length_per_instance" unit="um">13.31</metric>
  </group>
  <group name="cells_and_area">
    <metric name="tally_of_non_filler_cells_in_the_final_layout" unit="">197</metric>
    <metric name="finalCoreUtilization" unit="">0.2628</metric>
    <metric name="syn_to_final_growth" unit="%">45.23</metric>
    <metric name="fraction_of_layout_cells_with_a_size_suffix_above_1" unit="">0.08661</metric>
    <metric name="reg_top3" unit="">f_x: 15 flops</metric>
    <metric name="max_ffs_per_register" unit="">15</metric>
    <metric name="registers.top_by_ff_count" unit="">f_x</metric>
    <metric name="area_of_all_placed_cells_without_fillers" unit="um2">1334</metric>
  </group>
  <group name="clock_network">
    <metric name="cts_buffers" unit="">3</metric>
    <metric name="clkSlewWorstSetupHoldPaths" unit="ps">60</metric>
    <metric name="cts_sinks" unit="">15</metric>
    <metric name="clock_path_buffers" unit="">2</metric>
    <metric name="root_buffer" unit="">sky130_fd_sc_hd__clkbuf_8</metric>
    <metric name="cts_post_setup_buffers_inserted" unit="">0</metric>
    <metric name="cts_tree" unit="">yes</metric>
    <metric name="post_cts.resized_instances" unit="">0</metric>
    <metric name="ctsHoldBuffers" unit="">0</metric>
    <metric name="ctsHtreeMaxLevel" unit="">1</metric>
  </group>
  <group name="die">
    <metric name="core.rowCount" unit="">26</metric>
    <metric name="chip_area" unit="um2">8464</metric>
    <metric name="chipHeight" unit="um">92</metric>
    <metric name="ioPinCount" unit="">33</metric>
    <metric name="core_util_floorplan" unit="">0.1810</metric>
    <metric name="floorplan.core_area" unit="um2">5075</metric>
    <metric name="die_w" unit="um">92</metric>
  </group>
  <group name="setup_path">
    <metric name="critical_path_class" unit="">input pin to flop</metric>
    <metric name="slowest_cell_on_the_critical_path" unit="">sky130_fd_sc_hd__o41ai_2</metric>
    <metric name="worstPathRequired" unit="ps">4790</metric>
    <metric name="worst_path_cell_trace" unit="">clkdlybuf4s50_1 -&gt; or4_4 -&gt; o41ai_2 -&gt; a21o_1 -&gt; o32a_1</metric>
    <metric name="timing.critical_path.from_type" unit="">input pin</metric>
    <metric name="critical_path.max_fanout" unit="">11</metric>
    <metric name="cp_data_arrival_time" unit="ps">3440</metric>
    <metric name="max_stage_delay" unit="ps">810</metric>
    <metric name="critPathCaptureType" unit="">flop</metric>
  </group>
  <group name="flow_run">
    <metric name="drv_cap" unit="">0</metric>
    <metric name="tool_warnings" unit="">30</metric>
  </group>
  <group name="min_path">
    <metric name="hold_depth" unit="">3</metric>
    <metric name="hp-start" unit="">x[2]</metric>
    <metric name="hold_path_end" unit="">f_x[0]$_SDFF_PP0_</metric>
    <metric name="worstHoldPathType" unit="">input pin to flop</metric>
  </group>
  <group name="pwr">
    <metric name="peakVddDrop" unit="mV">0.1016</metric>
    <metric name="p_leak" unit="nW">0.4606</metric>
    <metric name="power_density" unit="nW/um2">224.0</metric>
  </group>
  <group name="synth">
    <metric name="synth-edff-count" unit="">0</metric>
    <metric name="synth-cells-yosys" unit="">95</metric>
    <metric name="cell_count_after_synthesis" unit="">95</metric>
    <metric name="synth_flop_count" unit="">15</metric>
    <metric name="yosys.stat.chipArea" unit="um2">918.4</metric>
    <metric name="yosys.area.top_type_share" unit="">0.3270</metric>
    <metric name="synth_cell_type_count" unit="">34</metric>
    <metric name="sequential_fraction_of_the_synthesis_area" unit="">0.3270</metric>
    <metric name="dominantRegCellSynth" unit="">sky130_fd_sc_hd__dfxtp_1</metric>
    <metric name="yosys_warnings" unit="">1</metric>
    <metric name="synth.cell_area" unit="um2">918.4</metric>
    <metric name="area_leaders" unit="">sky130_fd_sc_hd__dfxtp_1 33%, sky130_fd_sc_hd__ha_1 9.5%, sky130_fd_sc_hd__a311oi_1 6.7%, sky130_fd_sc_hd__a211oi_1 4.9%, sky130_fd_sc_hd__a21o_1 4.1%</metric>
    <metric name="post-synth-top-area-cell" unit="">sky130_fd_sc_hd__dfxtp_1</metric>
    <metric name="syn_avg_cell_area" unit="um2">9.667</metric>
    <metric name="ys_async_sr_fraction" unit="">0</metric>
  </group>
  <group name="outcome">
    <metric name="status" unit="">completed</metric>
  </group>
</metrics>
## logic make-up after synthesis
family / share of synthesized area
DFF: 0.3270
AOI/OAI and AO/OA: 0.3188
buffers and inverters: 0.06812
adders and majority gates: 0.09536
xor gates and xnor gates: 0.03815
other: 0.004083
and+or+nand+nor: 0.1158
muxes: 0.03270
## how the worst max path moves through the flow
stage	from	endpoint	slack [ps]	depth (start not counted)
6_report	x[4]	f_x[10]$_SDFF_PP1_	1350	5
5_1_grt	x[5]	f_x[10]$_SDFF_PP1_	1250	5
4_1_cts	x[4]	f_x[10]$_SDFF_PP1_	1390	5
## through the flow
step | power, mW | worst slack, ps
2_1_floorplan | 0.1638 | 1784
3_3_place_gp | 0.1950 | 1203
3_5_place_dp | 0.1945 | 1143
4_1_cts | 0.3039 | 1388
5_1_grt | 0.3196 | 1246
6_report | 0.2988 | 1348
## per-layer routing
metal / GRT usage / routed length [um] / vias up
li1: - / - / 431
met1: 0.07896 / 1166 / 401
met2: 0.09353 / 1194 / 28
met3: 0.02142 / 220 / 2
met4: 0.01157 / 41 / 0
met5: 0 / 0 / -
## worst max-delay path: cells and delay by family
family	cells	cell delay, ps
AOI/OAI and AO/OA	3	1500
buffers and inverters	1	450
and+or+nand+nor	1	570
## where the power goes
group          total [mW]  internal (mW)  switching [mW]  leakage [nW]
logic              0.0568         0.0303          0.0265         0.313
clock network       0.107         0.0599          0.0475        0.0255
registers           0.135          0.134        0.000902         0.123
total               0.299          0.224          0.0750         0.461
## placed cells by master (no fill, tap or decap), drive strengths merged, types with 2 or more instances in the layout
master / count
nand3: 6
clkbuf: 3
conb: 4
clkdlybuf4s50: 31
a311oi: 7
xor2: 2
a21oi: 2
a21o: 5
nand2: 3
dfxtp: 15
xnor2: 2
a211oi: 7
or4: 3
inv: 4
a2111oi: 2
o21ai: 7
ha: 7
mux2i: 3
## layout make-up
type	instances	area (um2)
Clock buffer	3	41.29
Sequential cell	15	300.3
Clock inverter	1	5.005
Tap cell	70	87.58
Inverter	4	15.01
Fill cell	560	3741
Timing Repair Buffer	32	317.8
Multi-Input combinational cell	72	566.8
## synthesized netlist by cell type (2+ instances only)
cell,instances
sky130_fd_sc_hd__a21oi_1,2
sky130_fd_sc_hd__dfxtp_1,15
sky130_fd_sc_hd__inv_1,4
sky130_fd_sc_hd__a2111oi_0,2
sky130_fd_sc_hd__buf_2,2
sky130_fd_sc_hd__a311oi_1,7
sky130_fd_sc_hd__clkbuf_1,2
sky130_fd_sc_hd__o21ai_0,7
sky130_fd_sc_hd__xor2_1,2
sky130_fd_sc_hd__buf_6,2
sky130_fd_sc_hd__xnor2_1,2
sky130_fd_sc_hd__mux2i_1,3
sky130_fd_sc_hd__nand2_1,3
sky130_fd_sc_hd__ha_1,7
sky130_fd_sc_hd__a211oi_1,6
sky130_fd_sc_hd__a21o_1,5
sky130_fd_sc_hd__or4_4,2
sky130_fd_sc_hd__nand3_1,6
Power figures rest on the tool's default switching activity, not on a simulated workload.
